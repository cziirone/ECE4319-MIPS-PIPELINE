<file path="flow/run.sh">
#!/bin/bash
# OpenROAD 26Q1-2900-gdf79404cd8, Yosys 0.63+post, stock flow scripts
make -C /OpenROAD-flow-scripts/flow DESIGN_CONFIG=/design/flow/config.mk WORK_HOME=/design/flow/orfs finish
</file>
<file path="flow/design.v">
`timescale 1ns / 1ps
module ID_EX(
    input  wire        clk,
    input  wire        rst,
    input  wire [1:0]  wb_in,
    input  wire [2:0]  m_in,
    input  wire [3:0]  ex_in,
    input  wire [31:0] pc_in,
    input  wire [31:0] rdata1_in,
    input  wire [31:0] rdata2_in,
    input  wire [31:0] s_extend_in,
    input  wire [4:0]  rt_in,
    input  wire [4:0]  rd_in,
    input  wire [5:0]  funct_in,
    output reg  [1:0]  wb_out,
    output reg  [2:0]  m_out,
    output reg  [3:0]  ex_out,
    output reg  [31:0] pc_out,
    output reg  [31:0] rdata1_out,
    output reg  [31:0] rdata2_out,
    output reg  [31:0] s_extend_out,
    output reg  [4:0]  rt_out,
    output reg  [4:0]  rd_out,
    output reg  [5:0]  funct_out
);
    always @(posedge clk or posedge rst) begin
        if (rst) begin
            wb_out       <= 2'b0;
            m_out        <= 3'b0;
            ex_out       <= 4'b0;
            pc_out       <= 32'b0;
            rdata1_out   <= 32'b0;
            rdata2_out   <= 32'b0;
            s_extend_out <= 32'b0;
            rt_out       <= 5'b0;
            rd_out       <= 5'b0;
            funct_out    <= 6'b0;
        end else begin
            wb_out       <= wb_in;
            m_out        <= m_in;
            ex_out       <= ex_in;
            pc_out       <= pc_in;
            rdata1_out   <= rdata1_in;
            rdata2_out   <= rdata2_in;
            s_extend_out <= s_extend_in;
            rt_out       <= rt_in;
            rd_out       <= rd_in;
            funct_out    <= funct_in;
        end
    end
endmodule
`timescale 1ns / 1ps
module control_unit(
    input  wire [5:0] opcode,
    output reg        RegDst,
    output reg        Branch,
    output reg        MemRead,
    output reg        MemtoReg,
    output reg [1:0]  ALUOp,
    output reg        MemWrite,
    output reg        ALUSrc,
    output reg        RegWrite
);
    always @(*) begin
        RegDst   = 0;
        Branch   = 0;
        MemRead  = 0;
        MemtoReg = 0;
        ALUOp    = 2'b00;
        MemWrite = 0;
        ALUSrc   = 0;
        RegWrite = 0;
        case (opcode)
            6'b000000: begin
                RegDst   = 1;
                RegWrite = 1;
                ALUOp    = 2'b10;
            end
            6'b100011: begin
                RegDst   = 0;
                ALUSrc   = 1;
                MemtoReg = 1;
                RegWrite = 1;
                MemRead  = 1;
                ALUOp    = 2'b00;
            end
            6'b101011: begin
                ALUSrc   = 1;
                MemWrite = 1;
                ALUOp    = 2'b00;
            end
            6'b000100: begin
                Branch   = 1;
                ALUOp    = 2'b01;
            end
            default: begin
            end
        endcase
    end
endmodule
`timescale 1ns / 1ps
module decode(
    input  wire        clk,
    input  wire        rst,
    input  wire        wb_reg_write,              
    input  wire [4:0]  wb_write_reg_location,     
    input  wire [31:0] mem_wb_write_data,         
    input  wire [31:0] if_id_instr,               
    input  wire [31:0] if_id_npc,                 
    output wire [1:0]  id_ex_wb,                  
    output wire [2:0]  id_ex_mem,                 
    output wire [3:0]  id_ex_execute,             
    output wire [31:0] id_ex_npc,                 
    output wire [31:0] id_ex_readdat1,            
    output wire [31:0] id_ex_readdat2,            
    output wire [31:0] id_ex_sign_ext,            
    output wire [4:0]  id_ex_instr_bits_20_16,    
    output wire [4:0]  id_ex_instr_bits_15_11     
);
    wire [31:0] sign_ext_internal;
    wire [31:0] readdat1_internal;
    wire [31:0] readdat2_internal;
    wire [1:0]  wb_internal;
    wire [2:0]  mem_internal;
    wire [3:0]  ex_internal;
    sign_extend sE0(
        .imm(if_id_instr[15:0]),
        .out(sign_ext_internal)
    );
    reg_file rf0(
        .clk      (clk),
        .RegWrite (wb_reg_write),
        .ReadReg1 (if_id_instr[25:21]),          
        .ReadReg2 (if_id_instr[20:16]),          
        .WriteReg (wb_write_reg_location),
        .WriteData(mem_wb_write_data),
        .ReadData1(readdat1_internal),
        .ReadData2(readdat2_internal)
    );
    wire RegDst, Branch, MemRead, MemtoReg, MemWrite, ALUSrc, RegWrite_ctrl;
    wire [1:0] ALUOp;
    control_unit c0(
        .opcode  (if_id_instr[31:26]),
        .RegDst  (RegDst),
        .Branch  (Branch),
        .MemRead (MemRead),
        .MemtoReg(MemtoReg),
        .ALUOp   (ALUOp),
        .MemWrite(MemWrite),
        .ALUSrc  (ALUSrc),
        .RegWrite(RegWrite_ctrl)
    );
    assign wb_internal  = {RegWrite_ctrl, MemtoReg};
    assign mem_internal = {Branch, MemRead, MemWrite};
    assign ex_internal  = {RegDst, ALUSrc, ALUOp};
    wire [5:0] funct_internal;  
    ID_EX iEL0(
        .clk        (clk),
        .rst        (rst),
        .wb_in      (wb_internal),
        .m_in       (mem_internal),
        .ex_in      (ex_internal),
        .pc_in      (if_id_npc),
        .rdata1_in  (readdat1_internal),
        .rdata2_in  (readdat2_internal),
        .s_extend_in(sign_ext_internal),
        .rt_in      (if_id_instr[20:16]),
        .rd_in      (if_id_instr[15:11]),
        .funct_in   (if_id_instr[5:0]),
        .wb_out     (id_ex_wb),
        .m_out      (id_ex_mem),
        .ex_out     (id_ex_execute),
        .pc_out     (id_ex_npc),
        .rdata1_out (id_ex_readdat1),
        .rdata2_out (id_ex_readdat2),
        .s_extend_out(id_ex_sign_ext),
        .rt_out     (id_ex_instr_bits_20_16),
        .rd_out     (id_ex_instr_bits_15_11),
        .funct_out  (funct_internal)
    );
endmodule
`timescale 1ns / 1ps
module reg_file(
    input  wire        clk,
    input  wire        RegWrite,
    input  wire [4:0]  ReadReg1,
    input  wire [4:0]  ReadReg2,
    input  wire [4:0]  WriteReg,
    input  wire [31:0] WriteData,
    output wire [31:0] ReadData1,
    output wire [31:0] ReadData2
);
    reg [31:0] regs[0:31];
    integer i;
    initial begin
        for (i = 0; i < 32; i = i + 1)
            regs[i] = 32'b0;
    end
    assign ReadData1 = regs[ReadReg1];
    assign ReadData2 = regs[ReadReg2];
    always @(posedge clk) begin
        if (RegWrite && (WriteReg != 5'd0)) begin
            regs[WriteReg] <= WriteData;
        end
    end
endmodule
`timescale 1ns / 1ps
module sign_extend(
    input  wire [15:0] imm,
    output wire [31:0] out
);
    assign out = {{16{imm[15]}}, imm};
endmodule
</file>
<file path="flow/config.mk">
export PLATFORM = sky130hd
export DESIGN_NAME = decode
export DESIGN_NICKNAME = decode
export VERILOG_FILES = /design/flow/design.v
export SDC_FILE = /design/flow/constraint.sdc
export NUM_CORES = 4
export LEC_CHECK = 1
export CORE_UTILIZATION = 30
</file>
<file path="flow/constraint.sdc">
current_design decode

set clk_period 2.1
set clk_io_pct 0.2

create_clock -name clk0 -period $clk_period [get_ports {clk}]

set non_clock_inputs [all_inputs -no_clocks]
set_input_delay [expr $clk_period * $clk_io_pct] -clock clk0 $non_clock_inputs
set_output_delay [expr $clk_period * $clk_io_pct] -clock clk0 [all_outputs]
</file>
==> ci_impl_report.md <==
## PnR job results

| Metric | Value |
|---|---|
| # clock sinks | `1148` |
| Late-Pin Clk Latency | `about 0.74 ns` |
| Crit path required time | `about 1.7 ns` |
| Ys async rst share | `between 10% and 20%` |
| Max Transition Viols Final | `0` |
| Post-synth top cells | `1024 x edfxtp_1, 1024 x mux2i_1, 196 x nand2_1, 194 x nand3_1` |
| Die H | `between 400 and 500 µm` |
| Drt initial violations | `2060` |
| RSZ-0062 raised after global routing | `true` |
| Top cell area share | `~60%` |
| H-tree levels | `3` |
| NetSw | `11.9 mW` |
| DP Wirelength | `104000 µm` |
| Max cap viols | `0` |
| #FFs+latches synth | `about 1100` |
| Top Ports | `around 250` |
| Initial antenna violation count | `13` |
| Sequential Power Share | `approximately 50%` |
| Cell area leaders | `edfxtp_1 59%, mux2i_1 20%, dfrtp_1 6.0%` |
| First-pass detailed-route iteration total | `5` |
| VDD IR max | `755 µV` |
| Area growth from synthesis to layout | `24.9%` |
| Post-CTS Hold Buffers | `0` |
| Placer Congestion | `0.908` |
| Main synth FF type | `edfxtp_1` |
| Synth Seq Share | `64.9%` |
| Crit path capture type | `output port` |
| Core Box Area | `172000 µm²` |
| Metal2 WL | `78800 µm` |
| Chip area line of the yosys report | `52100 µm²` |
| Routed length on met1 | `between 50000 and 60000 µm` |
| Leading area contributor after synthesis | `edfxtp_1` |
| Yosys warns | `3` |
| Initial Utilization | `between 30% and 40%` |
| # setup viols final | `0` |
| Status | `finished clean` |
| DRC viols | `0` |
| Syn_area_per_cell | `between 10 and 15 µm²` |
| Routed Antenna Nets | `0` |
| Global-route wire length before repair | `between 200000 and 250000 µm` |
| Reg area | `33900 µm²` |
| Pwr/cell area | `787 nW/µm²` |
| Switching share of power | `a little under a quarter` |
| Logic pwr share | `9.8%` |
| Die width | `around 420 µm` |
| CTS buffer count | `approximately 120` |
| Share of layout cells above drive strength 1 | `between 10% and 20%` |
| Non-filler instance count after layout | `between 6000 and 7000` |
| Fill count | `15800` |
| Final critical-path setup slack | `0.0183 ns` |
| Crit path kind | `reg2out` |
| DR WL/cell | `25.0 µm` |
| Final instance area | `65100 µm²` |
| Clock period minus worst slack | `2.08 ns` |
| CTS tree | `built` |
| Total negative setup slack | `0 ns` |
| CP startpoint kind | `flip-flop` |
| Tool warnings | `29` |
| Part of the power in the clock network | `around 40%` |
| Placed Area | `61200 µm²` |
| Root buf cell | `clkbuf_16` |
| Gr ovfl total | `0` |
| Site Rows | `152` |
| Crit share post-route | `99.1%` |
| # port buffers | `250` |
| Gr usage total | `slightly below 20%` |
| CP max FO | `4` |
| CTS max path bufs | `3` |
| Distinct cell type count after synthesis | `29` |
| Post-Syn Area | `between 50000 and 60000 µm²` |
| Met3 wire length | `18700 µm` |
| Vias | `33300` |
| Highest Signal Layer | `met5` |
| Internal power | `39.3 mW` |
| Fin. Hold Viols | `0` |
| Arrival time at the worst endpoint | `approximately 1.7 ns` |
| Drt total wl | `162000 µm` |
| Largest net degree at the start of global routing | `about 43` |
| # Cells Yosys | `around 3500` |
| Comb area | `16900 µm²` |
| Pleak | `24.6 nW` |
| Placed cells | `approximately 6300` |
| Clk slew on worst S/H paths | `about 0.060 ns` |
| Vias in the first global route | `34700` |
| Total die area | `175000 µm²` |
| Number of flops mapped to enable cells by yosys | `1024` |
| FMAX | `480 MHz` |
| Pre-CTS setup slack | `-0.579 ns` |
| Hold WC Path Type | `in2async` |
| Synthesized instance count | `3547` |
| Setup Skew | `0.0281 ns` |
| Vias per inst | `5.12` |
==> placed cells by master, fill, tap and decap left out, types with 119 or more instances in the layout <==
cell	count
a22oi_1	192
buf_12	153
nand2_1	194
edfxtp_1	1024
a22o_1	128
buf_4	262
nand3_1	194
mux2i_1	1024
a21oi_1	192
clkbuf_16	119
clkdlybuf4s50_1	192
==> through the flow <==
| stage | hold WS (ns) | power (mW) | util, % |
|---|---|---|---|
| floorplan | 0.451 | 28.4 | - |
| global placement | 0.618 | 31.3 | 35.6 |
| detailed placement | 0.624 | 31.3 | 35.6 |
| CTS | 0.00639 | 51.7 | 37.8 |
| global route | 0.0252 | 52.8 | 37.8 |
| finish | 0.0425 | 51.2 | 37.8 |
==> power by group through the flow <==
stage         clock network [mW]  logic, mW  registers [mW]
CTS                         20.9       5.03            25.8
global route                21.7       5.35            25.8
finish                      20.5       5.00            25.7
==> flip-flops by register name (all words and copies together) (netlist names) <==
register / count
iEL0.s_extend_out: 13
iEL0.m_out: 2
iEL0.rd_out: 3
iEL0.ex_out: 3
iEL0.pc_out: 32
iEL0.rdata2_out: 32
iEL0.wb_out: 2
rf0.regs: 1024
iEL0.rdata1_out: 32
iEL0.rt_out: 5
==> logic make-up (layout without fill, tap and decap cells) <==
family                 count (synthesis)  in the layout  synth area share [%]
buffers and inverters                279            897                  3.36
other                                  1             35               0.00719
AND-OR/OR-AND                        577            577                  7.54
flip-flops                          1148           1148                  64.9
multiplexers                        1024           1024                  19.7
AND/OR/NAND/NOR                      518            518                  4.50
==> worst max-delay path, stage by stage, from the launching register on <==
cell and delay [ns]:
dfrtp_2 0.44, buf_6 0.13, buf_4 0.12, dlygate4sd2_1 0.23
==> final cells by class <==
class / count / area share (%)
clock inverter: 62 / 0.857
timing repair buffer: 672 / 11.6
clock buffer: 160 / 4.97
multi-input combinational: 2151 / 26.0
sequential: 1148 / 52.1
inverter: 3 / 0.0231
antenna: 3 / 0.0115
tap: 2310 / 4.44
==> final timing paths <==
check	cells after the start	endpoint	startpoint	slack, ns
max in group asynchronous	3	iEL0.pc_out[10]	rst	1.40
setup reg to reg	6	iEL0.rdata1_out[7]	rf0.regs[2][7]	0.57
hold reg to reg	4	iEL0.rdata1_out[5]	rf0.regs[9][5]	0.63
setup / recovery	3	id_ex_sign_ext[16]	iEL0.s_extend_out[15]	0.02
min in group clk0	2	iEL0.rt_out[1]	if_id_instr[17]	0.09
hold / removal	2	iEL0.rdata1_out[31]	rst	0.04
==> per-layer routing <==
metal	track usage [%]	up-vias
met5	0.0834	-
met4	6.15	18
met3	9.59	307
met2	31.5	1657
met1	22.9	16400
li1	-	15000
==> what timing repair did <==
| action | 4_1_cts | 5_1_grt |
|---|---|---|
| gates resized | 97 | 1 |
| setup endpoints to repair | 56 | 4 |
| pin swaps | 0 | 0 |
| buffers inserted | 8 | 0 |
| gates cloned | 1 | 0 |
Power and IR drop assume default switching activity.
