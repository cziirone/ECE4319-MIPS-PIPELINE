==> /design/flow/design.v <==
`timescale 1ns / 1ps
module mux2to1_32(
    input  wire [31:0] d0,
    input  wire [31:0] d1,
    input  wire        sel,
    output wire [31:0] y
);
    assign y = sel ? d1 : d0;
endmodule
`timescale 1ns / 1ps
module wb_stage(
    input  wire [31:0] ReadData,       
    input  wire [31:0] ALUResult,      
    input  wire [4:0]  WriteReg_in,    
    input  wire [1:0]  WBControl_in,   
    output wire [31:0] WriteData,      
    output wire [4:0]  WriteReg_out,   
    output wire        RegWrite        
);
    wire RegWrite_bit = WBControl_in[1];
    wire MemtoReg     = WBControl_in[0];
    assign RegWrite    = RegWrite_bit;
    assign WriteReg_out = WriteReg_in;
    mux2to1_32 wb_mux (
        .d0(ALUResult),
        .d1(ReadData),
        .sel(MemtoReg),
        .y(WriteData)
    );
endmodule
==> /design/flow/run.sh <==
#!/bin/bash
# OpenROAD 26Q1-2900-gdf79404cd8, Yosys 0.63+post, stock flow scripts
make -C /OpenROAD-flow-scripts/flow DESIGN_CONFIG=/design/flow/config.mk WORK_HOME=/design/flow/orfs finish
==> /design/flow/config.mk <==
export PLATFORM = sky130hd
export DESIGN_NAME = wb_stage
export DESIGN_NICKNAME = wb_stage
export VERILOG_FILES = /design/flow/design.v
export SDC_FILE = /design/flow/constraint.sdc
export NUM_CORES = 4
export LEC_CHECK = 1
export CORE_AREA = 10 10 70 70
export DIE_AREA = 0 0 80 80
==> /design/flow/constraint.sdc <==
current_design wb_stage

set clk_period 1.0
set clk_io_pct 0.2

create_clock -name clk0 -period $clk_period

set non_clock_inputs [all_inputs -no_clocks]
set_input_delay [expr $clk_period * $clk_io_pct] -clock clk0 $non_clock_inputs
set_output_delay [expr $clk_period * $clk_io_pct] -clock clk0 [all_outputs]
==> flow report <==
LOGIC SYNTHESIS
----------------------------------------------------------------------------
Count leader, synth                                             sky130_fd_sc_hd__mux2_4
Cell taking the most area after synthesis                       sky130_fd_sc_hd__mux2_4
Area fraction of the dominant cell type after synthesis                76.4%
Synth top area cells                                            sky130_fd_sc_hd__mux2_4, sky130_fd_sc_hd__buf_12, sky130_fd_sc_hd__buf_4
Synth warn                                                                 0
Post-Synthesis Mean Instance Area                                   14.0 um2
Seq share, synth                                                          0%
Number of cell instances after yosys synthesis                            42
Most common library cells after synthesis                       sky130_fd_sc_hd__mux2_4, sky130_fd_sc_hd__buf_4, sky130_fd_sc_hd__buf_12
Number of distinct library cells after synthesis                           5
Synth Instances                                                           42
Synthesized area                                                     589 um2
Synthesized chip area reported by yosys                              589 um2

GRT
----------------------------------------------------------------------------
Number of global-route vias before repair                                824
Wire length of the first global-routing pass                         4.28 mm
Initial antenna violation count                                            0
Global router's overall resource usage                                 8.17%
Residual overflow from global routing                                      0
Maximum number of pins on one net before global-route repair              11

FINAL TIMING
----------------------------------------------------------------------------
Tmin final                                                           1170 ps
Final max-slew violation count                                             0
Share of the clock period used by the worst path after layout           117%
Final setup vio count                                                     32
Setup repair after global routing missed its margin                     true
Fmax                                                                 855 MHz
Final hold vios                                                            0
Relative slew slack                                                    94.1%
Actual slew at the worst max-slew pin                                88.5 ps
Setup WS post-layout                                                 -169 ps

HOLD PATH
----------------------------------------------------------------------------
Worst hold path depth                                                      0
Min-delay worst type                                               in -> out
Worst Hold End                                                  WriteReg_out[1]
Startpoint of the worst hold path                               WriteReg_in[1]

RUN
----------------------------------------------------------------------------
Number of max-capacitance violations reported                              0
Number of warnings in the stage logs                                      34

FLOORPLANNING
----------------------------------------------------------------------------
Core area                                                           3420 um2
Die boundary width                                                     80 um
Top-Level Pins                                                           109
Cell row count                                                            21
Die height                                                             80 um
Initial cell density of the core                                       17.3%
Die Area                                                            6400 um2

LAYOUT
----------------------------------------------------------------------------
Final sequential cell count                                                0
Layout-stage area growth over the synthesis result                      161%
Layout cell share with drive strength beyond 1                         53.3%
Final instance area                                                 1540 um2
Seq. cell area                                                         0 um2
Layout fillers                                                           354
Clock buffer cells                                                         0

WORST SETUP PATH
----------------------------------------------------------------------------
Max FO, Critical Path                                                      1
Arrival time of data at the critical path endpoint                    970 ps
Worst Setup Path Type                                              in -> out
Critical path required time                                           800 ps
CP endpoint kind                                                primary output
Sort of element at the start of the critical path                 input port

PWR
----------------------------------------------------------------------------
Ratio of total power to cell area                                 388 nW/um2
Maximum vdd ir drop                                                 0.179 mV
Leakage power                                                       0.846 nW

ROUTE
----------------------------------------------------------------------------
Tally of nets with antenna violations remaining after routing              0
Detailed-route wire length per cell                                  15.4 um
Per-cell via count in the routed design                                 3.82
Iteration count of the initial detailed-routing pass                       2
Via count                                                                699
Iteration-0 DRC count of the detailed router                               6
Ant. Diodes                                                                0
Count of unresolved DRC violations after routing                           0
Detailed-route wire length                                           2.82 mm

STATUS
----------------------------------------------------------------------------
Outcome                                                         finished with violations
Violations in the final reports                                 setup timing

PLACED DESIGN
----------------------------------------------------------------------------
Placement Setup Slack                                                -498 ps
Global placer's final weighted congestion                              0.703
Cell area after placement                                           1540 um2
DPL Wire Length                                                      2.53 mm
Total of buffers placed on input and output ports                         97

==> repair_timing <==
action,in CTS,in global routing
buffers inserted,5,0
cloned,2,0
pin swaps,0,0
resized,181,7
hold endpoints to repair,0,0
setup endpoints to repair,32,32
hold buffers,0,0
==> worst max-delay path, stage by stage <==
cell and delay (ps):
sky130_fd_sc_hd__clkdlybuf4s50_1 390, sky130_fd_sc_hd__mux2_4 260, sky130_fd_sc_hd__buf_2 110
==> power breakdown <==
group          switching [W]  internal [W]  total (W)
logic               0.000133      0.000464   0.000596
registers                  0             0          0
clock network              0             0          0
total               0.000133      0.000464   0.000596
==> cells in the final DEF (no fill, tap or decap), drive strengths merged <==
| master | synthesis | routed |
|---|---|---|
| buf | 10 | 41 |
| dlymetal6s2s | 0 | 1 |
| mux2 | 32 | 32 |
| clkdlybuf4s50 | 0 | 2 |
| dlygate4sd2 | 0 | 61 |
==> per-layer routing <==
metal / track usage, % / routed length [um]
met1: 7.65 / 902
met2: 17.7 / 1750
met3: 1.93 / 168
met4: 0.176 / 0
met5: 0 / 0
==> worst max path at each step <==
stage | to | depth (start not counted) | start | slack (ps)
final | WriteData[12] | 3 | ALUResult[12] | -170
after CTS | WriteData[12] | 5 | WBControl_in[0] | -170
after global routing | WriteData[12] | 5 | WBControl_in[0] | -190
==> cell type report <==
type                       instances  area [um2]  share of cell area [%]
multi-input combinational         32         480                    31.2
tap                               46        57.6                    3.74
timing repair buffer             105        1000                    65.0
==> cell families after synthesis <==
| family | synth area share, % |
|---|---|
| mux | 80.3 |
| buf+inv | 19.7 |
==> metrics by stage <==
stage	util, %	power, W	hold WS (ps)	TNS [ps]	instances
CTS	44.7	0.000599	400	-3450	184
detailed placement	45.0	0.000660	400	-15370	177
floorplan	-	0.000220	466	0	42
global placement	45.0	0.000655	400	-15300	177
global route	45.1	0.000638	400	-3390	183
finish	45.1	0.000596	400	-2820	183
Power and IR drop assume default switching activity.
