==> flow/design.v <==
`timescale 1ns / 1ps
module alu(
    input  wire [31:0] a,
    input  wire [31:0] b,
    input  wire [2:0]  control,
    output reg  [31:0] result,
    output wire        zero
);
    always @(*) begin
        case (control)
            3'b000: result = a + b;           
            3'b001: result = a - b;           
            3'b010: result = a & b;           
            3'b011: result = a | b;           
            3'b111: result = ($signed(a) < $signed(b)) ? 32'b1 : 32'b0; 
            default: result = 32'b0;
        endcase
    end
    assign zero = (result == 32'b0);
endmodule
==> flow/run.sh <==
#!/bin/bash
# OpenROAD 26Q1-2900-gdf79404cd8, Yosys 0.63+post, stock flow scripts
make -C /OpenROAD-flow-scripts/flow DESIGN_CONFIG=/design/flow/config.mk WORK_HOME=/design/flow/orfs finish
==> flow/config.mk <==
export PLATFORM = sky130hd
export DESIGN_NAME = alu
export DESIGN_NICKNAME = alu
export VERILOG_FILES = /design/flow/design.v
export SDC_FILE = /design/flow/constraint.sdc
export NUM_CORES = 4
export LEC_CHECK = 1
export CORE_UTILIZATION = 30
==> flow/constraint.sdc <==
current_design alu

set clk_period 13.4
set clk_io_pct 0.2

create_clock -name clk0 -period $clk_period

set non_clock_inputs [all_inputs -no_clocks]
set_input_delay [expr $clk_period * $clk_io_pct] -clock clk0 $non_clock_inputs
set_output_delay [expr $clk_period * $clk_io_pct] -clock clk0 [all_outputs]
==> results.sh <==
# implementation run metrics
export IMPL_status="finished clean"
export IMPL_hp_start="b[21]"
export IMPL_grt_setup_unrepaired="no"
export IMPL_irDropWorstVdd_v=0.0000146
export IMPL_overflow=0
export IMPL_cp_end_kind="output pin"
export IMPL_boundaryPins=100
export IMPL_worstSetupPathType="in -> out"
export IMPL_clkbuf_count=0
export IMPL_die_x_um=131
export IMPL_p_leak_nw=2.76
export IMPL_slew_headroom_pct=48.4
export IMPL_lay_top_cells="ha_1, clkdlybuf4s50_1, inv_1"
export IMPL_worstHoldPathCells=5
export IMPL_postSynthCellCount=767
export IMPL_arrival_ps=7820
export IMPL_drv_cap=0
export IMPL_worst_pin_slew_ps=764
export IMPL_drv_slew=0
export IMPL_wl_per_cell_um=16.3
export IMPL_grt_antenna_before_repair=0
export IMPL_viasPerCell=5.54
export IMPL_yosysWarnings=1
export IMPL_synth_cell_types=65
export IMPL_pwr_density_cell_nw_per_um2=41.9
export IMPL_initial_core_util_pct=31.2
export IMPL_cts_resized=0
export IMPL_die_y_um=131
export IMPL_rows=46
export IMPL_gp_congestion=0.930
export IMPL_antenna_cells=0
export IMPL_hold_viol=0
export IMPL_cp_startpoint="a[1]"
export IMPL_hold_path_class="in -> out"
export IMPL_postSynthSeqShare_pct=0
export IMPL_final_layout_size_suffix_gt1_share_pct=3.11
export IMPL_ys_cells=767
export IMPL_hpwl_mm=13.8
export IMPL_synthToLayoutAreaGrowth_pct=23.7
export IMPL_period_minus_slack_ps=10500
export IMPL_vias=5829
export IMPL_finalClockPeriodUsage_pct=78.3
export IMPL_finalSetupViolations=0
export IMPL_coreArea_um2=16100
export IMPL_grt_pass1_wl_mm=28.5
export IMPL_drt_initial_drc_count=573
export IMPL_syn_avg_cell_area_um2=6.52
export IMPL_ctsHoldBuffers=0
export IMPL_track_usage_pct=20.1
export IMPL_critPathLaunchType="input port"
export IMPL_grt_max_degree=45
export IMPL_drt_first_pass_iters=6
export IMPL_layout_cells_most_common="ha_1"
export IMPL_seq_cell_count=0
export IMPL_timing_fmax_mhz=95.3
export IMPL_fin_tns_setup_ps=0
export IMPL_ant_nets=0
export IMPL_die_area_um2=17200
export IMPL_yosys_area_um2=5000
export IMPL_p_total_mw=0.259
export IMPL_warning_count=109
export IMPL_drc=0
export IMPL_portBuffers=100
export IMPL_cts_setup_buffers=0
export IMPL_seq_area_um2=0
export IMPL_crit_path_max_fanout=5
export IMPL_synth_cell_area_um2=5000
export IMPL_wirelength_mm=17.2
export IMPL_grt_pass1_vias=5599
export IMPL_cp_required_ps=10720
## where the power goes
group          leakage, nW  internal [mW]  total, mW  switching (mW)
clock                    0              0          0               0
combinational         2.76          0.114      0.259           0.145
sequential               0              0          0               0
total                 2.76          0.114      0.259           0.145
## synth_stat cells, types with 5 or more instances
master | instances | area, um2
nand2_1 | 57 | 214
inv_1 | 96 | 360
o21ai_0 | 54 | 270
a21oi_1 | 77 | 385
o221ai_1 | 9 | 78.8
nand3b_1 | 5 | 37.5
nand3_1 | 8 | 40.0
clkbuf_1 | 32 | 120
a211o_1 | 8 | 70.1
a221oi_1 | 8 | 70.1
a31oi_1 | 7 | 43.8
o31ai_1 | 11 | 82.6
a21o_1 | 10 | 75.1
nor4_1 | 5 | 31.3
nand4_1 | 8 | 50.1
nor3_1 | 19 | 95.1
a211oi_1 | 15 | 113
nor2_1 | 87 | 327
o211ai_1 | 19 | 143
or3_1 | 5 | 31.3
ha_1 | 109 | 1360
a221o_1 | 9 | 90.1
xnor2_1 | 15 | 131
o21bai_1 | 14 | 105
nand2b_1 | 5 | 31.3
nor2b_1 | 6 | 37.5
## kinds of logic (layout without fill, tap and decap cells)
group                      after synthesis  after routing  synth area share, %
AOI/OAI and AO/OA                      285            285                 38.0
adders and majority gates              111            111                 28.1
xor gates and xnor gates                15             15                 2.63
buffers and inverters                  135            205                 10.3
and+or+nand+nor                        218            218                 20.1
muxes                                    3              3                0.875
## worst paths after layout
path,to,slack [ps]
hold / removal,result[21],6600
setup / recovery,zero,2900
## metrics by stage
stage | instances | util [%] | setup WS [ps] | cell area, um2 | hold slack, ps
after floorplan | 767 | - | 4440 | 5000 | 5520
after global placement | 1053 | 38.5 | 2980 | 6190 | 6600
after detailed placement | 1053 | 38.5 | 2920 | 6190 | 6610
after CTS | 1053 | 38.5 | 2910 | 6190 | 6610
after global routing | 1053 | 38.5 | 2550 | 6190 | 6690
final | 1053 | 38.5 | 2900 | 6190 | 6600
## layout make-up
cell class	instances	area (um2)
Timing Repair Buffer	107	1050
Fill cell	1687	9870
Inverter	98	368
Multi-Input combinational cell	632	4500
Tap cell	216	270
## per-layer routing
| metal | GRT usage, % | vias up | routed length, um |
|---|---|---|---|
| li1 | - | 2897 | - |
| met1 | 29.1 | 2664 | 8180 |
| met2 | 32.3 | 249 | 7490 |
| met3 | 2.12 | 19 | 1230 |
| met4 | 3.86 | 0 | 268 |
| met5 | 0 | - | 0 |
## worst max-delay path, stage by stage
cell and delay [ps]:
clkdlybuf4s50_1 610, inv_1 80, ha_1 320, o21ba_2 220, or4_4 450, a21oi_2 180, nor2_1 80, a221o_1 340
a221o_1 330, or4b_1 490, or4_1 580, or4_1 440, nor4_2 250, nand3b_1 120, nor4_2 150, clkdlybuf4s50_1 490
Power figures rest on the tool's default switching activity, not on a simulated workload.
